--- flow/design.v ---
`default_nettype none
module tmds_encoder (
    input  var logic       clk_i,
    input  var logic       rst_i,
    input  var logic       C0,
    input  var logic       C1,
    input  var logic       DE,
    input  var logic [7:0] D,
    output var logic [9:0] q_out
);
    localparam W_CNT = 8;
    logic signed [W_CNT-1:0] cnt;
    logic signed [W_CNT-1:0] cnt_next;
    logic              [8:0] q_m;
    logic              [9:0] q_next;
    logic              [3:0] N1D;
    logic              [3:0] N1_qm;
    logic              [3:0] N0_qm;
    always_comb begin
        N1D = 4'(D[0]) + 4'(D[1]) + 4'(D[2]) + 4'(D[3])
            + 4'(D[4]) + 4'(D[5]) + 4'(D[6]) + 4'(D[7]);
        q_m[0] = D[0];
        if ((N1D > 4) || (N1D == 4 && ~D[0])) begin
            q_m[8] = 1'b0;
            for (int i = 0; i < 7; i++) begin
                q_m[i + 1] = q_m[i] ~^ D[i + 1];
            end
        end else begin
            q_m[8] = 1'b1;
            for (int i = 0; i < 7; i++) begin
                q_m[i + 1] = q_m[i] ^ D[i + 1];
            end
        end
        N1_qm = 4'(q_m[0]) + 4'(q_m[1]) + 4'(q_m[2]) + 4'(q_m[3])
              + 4'(q_m[4]) + 4'(q_m[5]) + 4'(q_m[6]) + 4'(q_m[7]);
        N0_qm = 4'(!q_m[0]) + 4'(!q_m[1]) + 4'(!q_m[2]) + 4'(!q_m[3])
              + 4'(!q_m[4]) + 4'(!q_m[5]) + 4'(!q_m[6]) + 4'(!q_m[7]);
        if (DE) begin
            if ((cnt == 0) || (N1_qm == N0_qm)) begin
                q_next[9]   = ~q_m[8];
                q_next[8]   =  q_m[8];
                q_next[7:0] =  q_m[8] ? q_m[7:0] : ~q_m[7:0];
                if (~q_m[8]) begin
                    cnt_next = cnt + W_CNT'(N0_qm) -  W_CNT'(N1_qm);
                end else begin
                    cnt_next = cnt + W_CNT'(N1_qm) - W_CNT'(N0_qm);
                end
            end else begin
                if (((cnt > 0) && (N1_qm > N0_qm)) ||
                    ((cnt < 0) && (N0_qm > N1_qm))) begin
                    q_next[9]   = 1'b1;
                    q_next[8]   = q_m[8];
                    q_next[7:0] = ~q_m[7:0];
                    cnt_next    = cnt + (W_CNT'(q_m[8]) << 1) +
                                        W_CNT'(N0_qm) - W_CNT'(N1_qm);
                end else begin
                    q_next[9]   = 1'b0;
                    q_next[8]   = q_m[8];
                    q_next[7:0] = q_m[7:0];
                    cnt_next    = cnt - (W_CNT'({~q_m[8]}) << 1) +
                                        W_CNT'(N1_qm) - W_CNT'(N0_qm);
                end
            end
        end else begin
            cnt_next = '0;
            case ({C1, C0})
                2'b00: q_next = 10'b1101010100;
                2'b01: q_next = 10'b0010101011;
                2'b10: q_next = 10'b0101010100;
                2'b11: q_next = 10'b1010101011;
            endcase
        end
    end
    always_ff @(posedge clk_i) begin
        if (rst_i) begin
            cnt <= '0;
        end else begin
            cnt <= cnt_next;
        end
    end
    always_ff @(posedge clk_i) begin
        q_out <= q_next;
    end
endmodule
`resetall
--- flow/run.sh ---
#!/bin/bash
# OpenROAD 26Q1-2900-gdf79404cd8, Yosys 0.63+post, stock flow scripts
make -C /OpenROAD-flow-scripts/flow DESIGN_CONFIG=/design/flow/config.mk WORK_HOME=/design/flow/orfs finish
--- flow/config.mk ---
export PLATFORM = sky130hd
export DESIGN_NAME = tmds_encoder
export DESIGN_NICKNAME = tmds_encoder
export VERILOG_FILES = /design/flow/design.v
export SDC_FILE = /design/flow/constraint.sdc
export NUM_CORES = 4
export LEC_CHECK = 1
export CORE_UTILIZATION = 50
--- flow/constraint.sdc ---
current_design tmds_encoder

set clk_period 9.4
set clk_io_pct 0.2

create_clock -name clk0 -period $clk_period [get_ports {clk_i}]

set non_clock_inputs [all_inputs -no_clocks]
set_input_delay [expr $clk_period * $clk_io_pct] -clock clk0 $non_clock_inputs
set_output_delay [expr $clk_period * $clk_io_pct] -clock clk0 [all_outputs]
==> notes.md <==
State of the implementation.

- The wire length of the first global-routing pass is 12100 um, for reference.
- The number of antenna violations at the first check in global routing is 0.
- The data required time at the worst endpoint is 9.60 ns, for reference.
- The number of cells in the design after placement is 530, for reference.
- The most numerous cell on the critical path is sky130_fd_sc_hd__fa_1, for reference.
- Per the detail_route report, the via count comes to 2682.
- Among all stages on the critical path, the maximum delay recorded is 0.56 ns.
- The path type of the worst min-delay path is reg -> reg, for reference.
- Per the timing report, the most critical flop-to-flop path finishes at cnt[7]$_SDFF_PP0_.
- The relative max-transition margin is 51.3%, for reference.
- The leading cell type in the layout, fill and taps excluded is sky130_fd_sc_hd__buf_4, for reference.
- The flip-flop cell with the highest count after synthesis is sky130_fd_sc_hd__dfxtp_1, for reference.
- In this run the number of H-tree levels came out at 1.
- Measured along the x axis, the die boundary spans 81.0 um.
- CTS added clock buffers totalling 3.
- The post-route clock period utilization is 103%, for reference.
- In this run the critical register-to-register path is launched from cnt[1]$_SDFF_PP0_.
- According to the report, the first pass of detailed routing completed in 6 iterations.
- The cell at the root of the clock tree is sky130_fd_sc_hd__clkbuf_8, for reference.
- TritonCTS built the clock tree.
- The origin of the worst min-delay path is cnt[0]$_SDFF_PP0_, for reference.
- The worst hold path stage count is 3, for reference.
- The maximum number of pins on one net before global-route repair is 13, for reference.
- Looking at the hold checks, the worst path lands on cnt[0]$_SDFF_PP0_.
- The post-route netlist has 32.3% of its cells at a drive strength greater than 1.
- The final routed DRC violation total is 0, for reference.
- The combinational gate area is 2720 sq um, for reference.
- The pin closest to its max-slew limit shows a slew of 0.725 ns.
- The share of flip-flops with an asynchronous set or reset is 0%, for reference.
- The clock edge transition at the registers on the reported setup and hold paths is 0.07 ns, for reference.
- For the worst setup path, the data arrival time is 9.89 ns.
- The number of library cell types mapped by synthesis is 49, for reference.
- The synthesized netlist was found by Yosys to have 361 cells.
- The average wire per cell in the routed design is 13.4 um, for reference.
- Counting flops and latches in the post-synthesis netlist gives 18.
- Looking at the clock tree report, the maximum root-to-sink buffer count equals 2.
- Counting endpoints that fail hold in the final report gives 0.
- The synthesized design spends more area on one cell type than any other, namely sky130_fd_sc_hd__ha_1.
- The wire length reported by the detailed router is 7290 um, for reference.
- For the worst flop-to-flop path, the logic depth is 13.
- The total of buffers placed on input and output ports is 22, for reference.
- The logs give a warning total of 39.
- The floorplan die area is 6570 sq um, for reference.
- The type of destination of the critical path is a flip-flop, for reference.
- The total antenna diodes in the routed design is 0, for reference.
- The minimum clock period after layout is 9.69 ns, for reference.
- The global router's overall resource usage is 25.1%, for reference.
- In the final layout, flip-flops and latches occupy 360 sq um.
- The final global-route overflow total is 0, for reference.
- Setup repair after global routing could not meet its margin everywhere.
- The worst setup path is launched from a primary input.
- The setup TNS is -0.295 ns, for reference.
- The area of the core is 5990 sq um, for reference.
- Ranked by total cell area, the synthesized netlist is headed by sky130_fd_sc_hd__ha_1, sky130_fd_sc_hd__fa_1, sky130_fd_sc_hd__dfxtp_1.
- The total number of placement rows is 28, for reference.
- The number of maximum-capacitance constraint violations is 0, for reference.
- The vertical extent of the die is 81.0 um, for reference.
- The iteration-0 DRC count of the detailed router is 43, for reference.
- The slowest stage of the critical path belongs to the cell sky130_fd_sc_hd__fa_1.
- The routability-driven placement congestion ratio is 0.854, for reference.
- The number of global-route vias before repair is 2573, for reference.
- The clock insertion delay at the later pin of the skew report is 0.25 ns, for reference.
- From synthesis to final layout, the design area changed by 40.8%.
- The fill cell instance count of the final layout is 418, for reference.
- The top cell types in the final layout, fill and taps aside, are sky130_fd_sc_hd__buf_4, sky130_fd_sc_hd__inv_1, sky130_fd_sc_hd__ha_1.
- The number of pins exceeding their max-slew limit in the final report is 0, for reference.
- In the final run the clock tree shows a worst skew of 0.00505 ns.
- For this design the top-level I/O count stands at 23.
- The post-synthesis cell count is 361, for reference.
- The register area share after synthesis is 11.5%, for reference.
- The netlist area before placement is 3120 sq um, for reference.
- The critical path is of the in -> reg type.
- The number of flops mapped to enable cells by yosys is 0, for reference.
- The run finished, with violations left.
- In this run, post-CTS hold repair placed 0 buffers.
- According to the CTS report, the clock sink count is 18.
- The critical path in the final layout is reported with a setup slack of -0.295 ns.
- Once layout is complete, the cells apart from fillers number 543.
- The area figure in the yosys stat output is 3120 sq um, for reference.
- The HPWL reported at the end of detailed placement is 6150 um, for reference.
- The checks that failed: setup timing.
- Before CTS, the worst setup slack after placement is -1.29 ns.
- The floorplan core density is 52.2%, for reference.
- The warning count from the yosys run is 1, for reference.
- For this run, the detailed router reports a per-instance via density of 4.94.
- The number of setup violations in the final report is 1, for reference.
- The synthesized area per cell is 8.65 sq um, for reference.
- The maximum operating frequency is 0.103 GHz, for reference.
- Along the worst path, the maximum fanout reaches 3.
- Of the post-synthesis cell area, the dominant cell type holds 20.4%.
- Nets still carrying antenna violations after routing amount to 0.
- The register-to-register setup slack is 6.02 ns, for reference.
-- sequential cells by signal, indices dropped and copies added (netlist names) --
| register | count |
|---|---|
| cnt | 8 |
| q_out | 10 |
-- final cells by class --
type | instances | area share, %
flip-flops and latches | 18 | 8.19
inverters | 77 | 6.80
repair buffers | 107 | 19.9
multi-input cells | 262 | 61.8
clock buffers | 4 | 1.25
well taps | 75 | 2.13
-- critical path, delay by kind of cell --
family	cells	cell delay [ns]
compound gates	7	1.20
xor+xnor	1	0.12
fa+ha+maj	14	5.74
buf+inv	9	0.44
simple gates	2	0.48
-- kinds of logic (layout without fill, tap and decap cells) --
group | after synthesis | after routing | share of synthesized area (%)
compound gates | 81 | 81 | 17.1
simple gates | 58 | 58 | 9.25
flops | 18 | 18 | 11.5
mux | 3 | 3 | 0.961
buf+inv | 81 | 188 | 9.89
fa+ha+maj | 79 | 79 | 38.4
xor+xnor | 41 | 41 | 12.9
-- synth_stat cells (3+ instances only) --
master                     instances
sky130_fd_sc_hd__inv_1            76
sky130_fd_sc_hd__ha_1             51
sky130_fd_sc_hd__xnor2_1          30
sky130_fd_sc_hd__fa_1             28
sky130_fd_sc_hd__o21ai_0          22
sky130_fd_sc_hd__a21oi_1          21
sky130_fd_sc_hd__dfxtp_1          18
sky130_fd_sc_hd__nand2_1          16
sky130_fd_sc_hd__nor2_1           13
sky130_fd_sc_hd__a21o_1            9
sky130_fd_sc_hd__a211oi_1          7
sky130_fd_sc_hd__nor3_1            6
sky130_fd_sc_hd__xor2_1            6
sky130_fd_sc_hd__nand3_1           5
sky130_fd_sc_hd__nor2b_1           4
sky130_fd_sc_hd__and3_1            3
sky130_fd_sc_hd__mux2i_1           3
sky130_fd_sc_hd__nand2b_1          3
sky130_fd_sc_hd__o21a_1            3
sky130_fd_sc_hd__xnor2_2           3
-- metal layers --
layer	up-vias	GRT usage [%]	wire length, um
met2	29	36.2	3110
li1	1405	-	-
met1	1244	43.6	3940
met5	-	0	0
met3	4	1.71	183
met4	0	2.50	63
-- worst max path at each step --
stage	start	endpoint	cells past startpoint	slack (ns)
after CTS	D[1]	cnt[7]$_SDFF_PP0_	33	-0.33
after global routing	D[1]	cnt[7]$_SDFF_PP0_	33	-0.58
final	D[1]	cnt[7]$_SDFF_PP0_	33	-0.29
-- what timing repair did --
item | in CTS | in global routing
buffers inserted | 5 | 8
pin swaps | 28 | 29
endpoints found under the setup margin | 17 | 6
gates resized | 38 | 22
-- stage by stage --
| stage | area (sq um) | hold WS, ns | utilization (%) |
|---|---|---|---|
| after global routing | 4400 | 0.825 | 73.5 |
| after CTS | 4260 | 0.746 | 71.1 |
| after floorplan | 3190 | 0.649 | - |
| after detailed placement | 4060 | 0.730 | 67.7 |
| after global placement | 4060 | 0.733 | 67.7 |
| final | 4400 | 0.753 | 73.5 |
