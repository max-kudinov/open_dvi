$ cat flow/config.mk
export PLATFORM = sky130hd
export DESIGN_NAME = serializer
export DESIGN_NICKNAME = serializer
export VERILOG_FILES = /design/flow/design.v
export SDC_FILE = /design/flow/constraint.sdc
export NUM_CORES = 4
export LEC_CHECK = 1
export CORE_AREA = 10 10 70 70
export DIE_AREA = 0 0 80 80
$ cat flow/constraint.sdc
current_design serializer

set clk_period 2.2
set clk_io_pct 0.2

create_clock -name clk0 -period $clk_period [get_ports {clk_i}]

set non_clock_inputs [all_inputs -no_clocks]
set_input_delay [expr $clk_period * $clk_io_pct] -clock clk0 $non_clock_inputs
set_output_delay [expr $clk_period * $clk_io_pct] -clock clk0 [all_outputs]
$ cat flow/design.v
`default_nettype none
module serializer #(
    parameter DATA_W = 10
) (
    input  var logic              clk_i,
    input  var logic              rst_i,
    input  var logic [DATA_W-1:0] data_i,
    output var logic              data_o
);
    localparam CNT_MAX = DATA_W - 1;
    logic [DATA_W-1:0] shift_reg;
    logic [       3:0] cnt;
    logic              load;
    assign load = cnt == CNT_MAX;
    always_ff @(posedge clk_i) begin
        if (rst_i) begin
            cnt <= '0;
        end else if (load) begin
            cnt <= '0;
        end else begin
            cnt <= cnt + 1'b1;
        end
    end
    always_ff @(posedge clk_i) begin
        if (rst_i) begin
            shift_reg <= '0;
        end else if (load) begin
            shift_reg <= data_i;
        end else begin
            shift_reg <= { 1'b0, shift_reg[DATA_W-1:1] };
        end
    end
    assign data_o = shift_reg[0];
endmodule
`resetall
$ cat flow/run.sh
#!/bin/bash
# OpenROAD 26Q1-2900-gdf79404cd8, Yosys 0.63+post, stock flow scripts
make -C /OpenROAD-flow-scripts/flow DESIGN_CONFIG=/design/flow/config.mk WORK_HOME=/design/flow/orfs finish
==> impl_metrics.csv <==
group,metric,value,unit
outcome,outcome,"completed",
logic_synthesis,ys_cells,52,
die,die-area,6400,sq um
logic_synthesis,synth_chip_area,553.0,sq um
power,combPwrFrac,8.8,%
power,p_int,346.8,uW
routing,firstDrtPassIters,3,
timing,rsz0062_at_grt,"false",
routing,drtAntennaViolNets,0,
die,fp-utilization,16.19,%
clock_tree,ctsHoldBuffers,0,
timing,relSlewSlack,68.11,%
place,globalplace.congestion,0.6989,
die,die_h,80,um
worst_setup_path,crit_buf_inv,1,
finish,syn_to_final_growth,31.90,%
routing,wl_per_cell,9.333,um
grt,grt_use_total,3.190,%
grt,grt_pass1_wl,1621,um
worst_setup_path,cp_slowest_cell,"clkdlybuf4s50_1",
finish,final_cell_area,729.5,sq um
worst_setup_path,arrival,1040,ps
clock_tree,worstSkewPairLatency,270,ps
clock_tree,h-tree-depth,1,
logic_synthesis,synth.avg_cell_area,10.64,sq um
finish,largest_reg_flops,10,
place,io_buffers,12,
power,p_per_area,602.5,nW/um^2
worst_setup_path,max_stage_delay,460,ps
logic_synthesis,synth_cell_types,17,
clock_tree,cts_buffer_depth,2,
clock_tree,cts_tree,"yes",
timing,clock-skew-final,3.655,ps
grt,overflow,0,
clock_tree,clk_pin_slew,80,ps
run,cap_violations,0,
grt,grt_max_degree,15,
timing,timing.final.crit_period,1485,ps
die,io_pins,13,
die,floorplan.rows,21,
logic_synthesis,ys_seq_share,50.68,%
timing,max_freq,673.5,MHz
timing,setup_ws,715.3,ps
place,place_ws,748.2,ps
routing,drt_iter0_markers,6,
worst_setup_path,worst_setup_path_start_kind,"register",
die,fp.dieW,80,um
routing,antenna_cells,0,
run,warnings,26,
timing,totalNegativeSetupSlack,0,ps
clock_tree,cts_resized,0,
power,p_seq_share,60.0,%
logic_synthesis,netlist_instances,52,
power,p_leak,0.3440,nW
place,post_dp_cell_area,706.9,sq um
logic_synthesis,syn_area,553.0,sq um
place,dp_hpwl,778.4,um
timing,tightest_slew,476.9,ps
place,placed_cells,108,
finish,finalNonFillerCells,111,
power,ir_worst_vdd,329.9,uV
routing,drc_errors,0,
logic_synthesis,ys_seq_elements,14,
routing,viasPerCell,3.559,
die,coreArea,3416,sq um
worst_setup_path,path_class,"reg -> out",
clock_tree,cts.sinks,14,
routing,postRouteWirelength,1036,um
clock_tree,clockRootBuffer,"clkbuf_4",
grt,first_global_vias,366,
hold_path,hp-class,"reg -> reg",
timing,finalClockPeriodUsage,67.49,%
power,switching_power,92.68,uW
finish,layout-drive-gt1-share,6.154,%
worst_setup_path,required,1760,ps
power,p_clk_share,31.2,%
worst_setup_path,cp_max_fo,1,
power,power.share.switching,21.09,%
timing,setup_viol,0,
grt,grt_antenna_before_repair,0,
timing,slew_viol_final,0,
logic_synthesis,yosysWarnings,1,
timing,hold_violations,0,
clock_tree,cts_setup_buffers,0,
clock_tree,numCtsBuffers,3,
worst_setup_path,path_cells,"clkdlybuf4s50_1",
routing,num_vias,395,
worst_setup_path,endpoint_kind,"output port",
worst_setup_path,path_delay_family,"buffers and inverters",
[power by group through the flow]
stage	clock, mW	combinational [mW]	sequential, mW
after CTS	0.142	0.0392	0.264
after global routing	0.154	0.0422	0.265
final	0.137	0.0387	0.264
[cell usage after synthesis, drive strengths merged]
cell type	n	area, sq um
buf	1	20.02
nor3	2	10.01
or2b	1	7.510
clkbuf	1	3.750
nor2	11	41.29
nand3b	2	27.53
mux2i	9	90.09
nand3	1	5.000
ha	2	25.02
nand4b	1	8.760
dfxtp	14	280.3
nor3b	1	7.510
a31oi	1	6.260
a21oi	1	5.000
inv	1	3.750
nand2	3	11.26
[worst register-to-register path: stages, from the launching register on]
cell and delay, ps:
dfxtp_1 400, ha_1 270, nand3b_4 210, mux2i_1 230
nor2_1 60
[logic make-up after synthesis]
group                    after synthesis  share of synthesized area, %
AND-OR/OR-AND                          2                         2.036
adder cells (fa/ha/maj)                2                         4.524
buffers and inverters                  3                         4.976
flip-flops                            14                         50.68
multiplexers                           9                         16.29
AND/OR/NAND/NOR                       22                         21.49
[stage by stage]
step	hold WS [ps]	util (%)	total power, mW
after floorplan	440.0	-	0.2846
after global placement	448.2	20.70	0.3065
after detailed placement	456.0	20.70	0.3086
after CTS	478.4	21.36	0.4444
after global routing	488.7	21.36	0.4612
final	472.2	21.36	0.4395
[routing by layer]
layer  part of all wire (%)  track usage [%]
met1                     53            4.186
met2                     41            4.575
met4                      0           0.3521
met3                    5.2            1.818
met5                      0                0
[cell type report]
class / instances / area, sq um
fill: 383 / 2686
sequential: 14 / 280.3
timing repair buffer: 12 / 120.1
clock buffer: 3 / 22.52
multi-input combinational: 35 / 245.2
tap: 46 / 57.56
inverter: 1 / 3.754
[path summary, 6_finish.rpt]
check | endpoint | depth (start not counted) | slack [ps] | from
worst max-delay path | data_o | 1 | 720 | shift_reg[0]
worst min-delay path | shift_reg[8] | 2 | 470 | shift_reg[9]
worst max register to register | shift_reg[1] | 4 | 910 | cnt[0]
worst min register to register | shift_reg[8] | 2 | 470 | shift_reg[9]
[layout by cell type (no fill, tap or decap)]
master and n:
dfxtp_1 14, clkdlybuf4s50_1 12, nor2_1 11, mux2i_1 9, nand2_1 3, clkbuf_4 3
nor3_1 2, ha_1 2, inv_1 1, nand3b_4 1, nor3b_1 1, nand3_1 1
nand4b_1 1, a31oi_1 1, nand3b_1 1, or2b_1 1, a21oi_1 1
Power is estimated from default activity; no workload was simulated.
