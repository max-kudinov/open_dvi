==> flow/design.v <==
`default_nettype none
module delay #(
    parameter WIDTH    = 8,
    parameter N_CYCLES = 8
) (
    input  var logic             clk_i,
    input  var logic             rst_i,
    input  var logic [WIDTH-1:0] data_i,
    output var logic [WIDTH-1:0] data_o
);
    localparam W_PTR   = $clog2(N_CYCLES);
    localparam MAX_PTR = N_CYCLES - 1;
    if (N_CYCLES == '0) begin : bypass_gen
        assign data_o = data_i;
    end else if (N_CYCLES == 1) begin: single_ff_gen
        always_ff @(posedge clk_i)
            data_o <= data_i;
    end else begin : ring_buf_gen
        logic [WIDTH-1:0] mem [N_CYCLES];
        logic [W_PTR-1:0] ptr;
        always_ff @(posedge clk_i)
            if (rst_i)
                ptr <= '0;
            else
                ptr <= (ptr == MAX_PTR) ? '0 : ptr + 1'b1;
        always_ff @(posedge clk_i)
            mem[ptr] <= data_i;
        assign data_o = mem[ptr];
    end
endmodule
`resetall
==> flow/run.sh <==
#!/bin/bash
# OpenROAD 26Q1-2900-gdf79404cd8, Yosys 0.63+post, stock flow scripts
make -C /OpenROAD-flow-scripts/flow DESIGN_CONFIG=/design/flow/config.mk WORK_HOME=/design/flow/orfs finish
==> flow/config.mk <==
export PLATFORM = sky130hd
export DESIGN_NAME = delay
export DESIGN_NICKNAME = delay
export VERILOG_FILES = /design/flow/design.v
export SDC_FILE = /design/flow/constraint.sdc
export NUM_CORES = 4
export LEC_CHECK = 1
export CORE_UTILIZATION = 50
==> flow/constraint.sdc <==
current_design delay

set clk_period 2.9
set clk_io_pct 0.2

create_clock -name clk0 -period $clk_period [get_ports {clk_i}]

set non_clock_inputs [all_inputs -no_clocks]
set_input_delay [expr $clk_period * $clk_io_pct] -clock clk0 $non_clock_inputs
set_output_delay [expr $clk_period * $clk_io_pct] -clock clk0 [all_outputs]
==> results_slide.txt <==
Flow Results at a Glance

Status
  – Status: finished, final reports clean

Power and ir drop
  – Sw Ratio: 0.208
  – Worst vdd ir: between 0.4 and 0.5 mV
  – Internal power: between 1.5 and 2 mW
  – Sequential Power Share: 0.549
  – Post-layout power: 2.05 mW
  – Comb power frac: 0.106
  – Clock share of power: 0.345
  – Leakage: 1.05 nW
  – Net Sw Power: roughly 0.43 mW
  – Power per Cell Area: roughly 660 nW/µm²

Critical path
  – R2R Setup Slk: around 1.1 ns
  – CP endpoint kind: output pin
  – Reg-to-reg endpoint: genblk1.ring_buf_gen.mem[6][2]
  – Reg2reg start: genblk1.ring_buf_gen.ptr[1]
  – Worst-path maximum fanout: 31
  – Crit path launch type: flop
  – Crit path arrival time: approximately 2.2 ns
  – R2R cell count: 3
  – Crit path DRT: ~2.3 ns
  – Crit path kind: reg2out

Drt
  – Detailed Route WL: around 4400 µm
  – WL/cell: between 15 and 20 µm
  – Antenna diodes: 0
  – Vias per std cell: 5.39
  – Drt pass-1 iters: 4
  – Antenna-violating nets left: 0
  – Drt drc: 0
  – DRT iter0 DRCs: approximately 42
  – Vias post-DR: ~1300

GRT
  – GR peak layer: met1
  – Vias in the first global route: approximately 1300
  – First-pass GRT wire length: 6760 µm
  – Antenna violations before repair: 0
  – GRT Resource Usage Total: 0.197
  – Met2 Use GR: 0.276
  – GRT Residual Overflow: 0
  – Met3 Usage GRT: 0.102
  – M1 GR Usage: 0.326
  – Pin count of the biggest net entering global routing: 32

Hold path
  – Worst Hold End: genblk1.ring_buf_gen.ptr[0]
  – Hold Crit Depth: 2
  – HP Start: genblk1.ring_buf_gen.ptr[0]
  – Class of the worst hold path: reg2reg

Final timing
  – Hold Violations, Final: 0
  – # setup viols final: 0
  – Cycle use final: 0.945
  – RSZ-0062 raised after global routing: false
  – Setup Total Neg Slack: 0 ns
  – Worst Max-Slew Pin Slew: approximately 0.55 ns
  – Tmin final: approximately 2.7 ns
  – Slew margin rel.: 0.634
  – Fmax: 0.365 GHz
  – Worst Clk Skew: approximately 0.0046 ns
  – Max Slew Vio Count: 0

Yosys
  – Synth Cell Area: ~2600 µm²
  – Synth Flop Type: edfxtp_1
  – Top-area cell type share of the netlist area: 0.735
  – Seq/Total Area, Yosys: 0.758
  – Area leader, netlist: edfxtp_1
  – Mean Syn Cell Area: approximately 20 µm²
  – Flops after synth: ~67
  – Ys async rst share: 0
  – Yosys Chip Area: between 2000 and 3000 µm²
  – YS warnings: 1
  – Post-Syn Instances: roughly 130
  – EDFF count, synth: roughly 64
  – Top cells by area: edfxtp_1 (74%), mux4_2 (8.6%), mux2_2 (3.0%), dfxtp_1 (2.3%), mux4_1 (2.0%)
  – Yosys stat cell total: around 130
  – Unique cell types: 29

CTS
  – Root Buffer: clkbuf_8
  – CTS clock-pin slew for the worst setup and hold paths: about 0.07 ns
  – Clk latency late pin: around 0.33 ns
  – Num CTS Buffers: 9
  – CTS tree: yes
  – Max clock buf depth: 2
  – Clock Sinks: between 60 and 70
  – H-tree level count: 3

Die
  – Die Area: between 5000 and 6000 µm²
  – Floorplan core density: 0.536
  – Overall die width: 74.3 µm
  – # IOs: 18
  – DIE HEIGHT: 74.3 µm
  – Core Box Area: approximately 5000 µm²
  – Site row count: 25

Place
  – Placer Congestion: slightly above 0.8
  – IO buf count: 17
  – Detailed placement HPWL: between 2000 and 3000 µm

Flow run
  – Tool warnings: 25
  – Max Cap Violations: 0

Layout
  – Layout area overhead: 19.3%
  – Layout cells sized above 1: 0.269
  – Filler cells: between 300 and 400
[layer usage]
metal  part of all wire  vias up  routed length [µm]
met5                  0        -                   0
met4              0.012        0                  53
met3               0.10        5                 445
met2               0.48       51                2120
met1               0.40      613                1780
li1                   -      593                   -
[registers in the layout, summed over array words and instances, names as in the netlist]
signal / count
genblk1.ring_buf_gen.mem: 64
genblk1.ring_buf_gen.ptr: 3
[Yosys cell counts, drive strengths merged (2+ instances only)]
library cell and count:
and3b 2, nor3 3, mux4 12, nor3b 5
and3 3, ha 2, nand2 6, edfxtp 64
dfxtp 3, mux2 7, buf 7
[final cells by class]
type                    count  area, µm²  area share
clock buffers              10        128      0.0409
clock inverters             6       56.3      0.0181
flip-flops and latches     67       1980       0.636
inverters                   1       3.75     0.00120
well taps                  67       83.8      0.0269
repair buffers             30        280      0.0899
multi-input cells          53        584       0.187
[cell usage in the layout (no fill, tap or decap)]
cell,count
mux2i_1,1
a211oi_1,1
ha_1,2
a21oi_1,1
clkinv_1,2
nor3b_1,5
nand2_1,6
nor2_1,1
clkdlybuf4s50_1,17
mux4_1,2
o221ai_1,1
and3b_1,2
mux2_2,7
edfxtp_1,64
clkinvlp_4,1
nand3_1,1
and4b_1,1
buf_12,1
mux4_2,10
nor2b_1,1
dfxtp_1,2
a221oi_1,1
o21ai_0,1
bufinv_16,1
a22oi_1,1
and3_1,3
dfxtp_2,1
clkbuf_1,1
o21a_1,1
a31oi_1,1
clkbuf_8,9
nor3_1,3
clkinv_2,3
buf_4,12
[through the flow]
step / setup WS (ns) / cells / hold slack [ns] / cell area (µm²) / util
global route: 0.0434 / 234 / 0.751 / 3120 / 0.639
floorplan: 0.947 / 129 / 0.575 / 2610 / -
global placement: 0.345 / 218 / 0.685 / 2930 / 0.601
CTS: 0.121 / 234 / 0.703 / 3120 / 0.639
finish: 0.160 / 234 / 0.696 / 3120 / 0.639
detailed placement: 0.298 / 218 / 0.693 / 2930 / 0.601
[worst max-delay path by stage]
stage / startpoint / endpoint / slack, ns
after CTS: genblk1.ring_buf_gen.ptr[0] / data_o[7] / 0.12
after global routing: genblk1.ring_buf_gen.ptr[0] / data_o[7] / 0.04
final: genblk1.ring_buf_gen.ptr[0] / data_o[7] / 0.16
[power by group through the flow]
stage	clock network, mW	logic (mW)	registers, mW
6_report	0.709	0.218	1.13
5_1_grt	0.773	0.238	1.13
4_1_cts	0.731	0.222	1.13
[kinds of logic after synthesis]
| kind of cell | share of synthesized area |
|---|---|
| flip-flops | 0.758 |
| AND/OR/NAND/NOR | 0.0522 |
| multiplexers | 0.140 |
| buffers and inverters | 0.0182 |
| AND-OR/OR-AND | 0.0215 |
| adder cells (fa/ha/maj) | 0.00957 |
[critical path: stages, from the launching register on]
cell and delay [ns]:
dfxtp_1 0.35, buf_12 0.21, mux4_1 0.59, mux2_2 0.28
clkdlybuf4s50_1 0.40
[repair_timing]
| action | 4_1_cts | 5_1_grt |
|---|---|---|
| resized | 1 | 0 |
| setup buffers | 0 | 0 |
| hold buffers | 0 | 0 |
| setup endpoints to repair | 4 | 0 |
Power is estimated from default activity; no workload was simulated.
